## flow/design.v

```verilog
module BCDto7Segment(
     input [3:0] bcd,
     output reg [6:0] seg
);
always @(bcd)
    begin
        case (bcd) 
            0 : seg = 7'b1000000;
            1 : seg = 7'b1111001;
            2 : seg = 7'b0100100;
            3 : seg = 7'b0110000;
            4 : seg = 7'b0011001;
            5 : seg = 7'b0010010;
            6 : seg = 7'b0000010;
            7 : seg = 7'b1111000;
            8 : seg = 7'b0000000;
            9 : seg = 7'b0010000;
            default : seg = 7'b1111111; 
        endcase
    end
endmodule
```

## flow/run.sh

```bash
#!/bin/bash
# OpenROAD 26Q1-2900-gdf79404cd8, Yosys 0.63+post, stock flow scripts
make -C /OpenROAD-flow-scripts/flow DESIGN_CONFIG=/design/flow/config.mk WORK_HOME=/design/flow/orfs finish
```

## flow/config.mk

```make
export PLATFORM = sky130hd
export DESIGN_NAME = BCDto7Segment
export DESIGN_NICKNAME = BCDto7Segment
export VERILOG_FILES = /design/flow/design.v
export SDC_FILE = /design/flow/constraint.sdc
export NUM_CORES = 4
export LEC_CHECK = 1
export CORE_AREA = 10 10 70 70
export DIE_AREA = 0 0 80 80
```

## flow/constraint.sdc

```tcl
current_design BCDto7Segment

set clk_period 1.0
set clk_io_pct 0.2

create_clock -name clk0 -period $clk_period

set non_clock_inputs [all_inputs -no_clocks]
set_input_delay [expr $clk_period * $clk_io_pct] -clock clk0 $non_clock_inputs
set_output_delay [expr $clk_period * $clk_io_pct] -clock clk0 [all_outputs]
```

==> metrics.csv <==
metric,value,unit
status,finished with violations,
violations,negative setup slack,
die_width,80,um
yosysWarningCount,1,
clockPowerShare,0,%
yosys-dominant-comb-family,simple AND/OR/NAND/NOR gates,
cp-end-kind,output port,
stage_log_warnings,38,
grt_antenna_before_repair,0,
period_minus_slack,1320,ps
met1_usage,3.76,%
drt-pass1-iter-count,3,
antenna_violating_nets_post_route,0,
synthDominantAreaCellType,ha_1,
flop_area,0,sq um
cp_slowest_cell,or2b_1,
synth_area,210,sq um
slowest_stage_delay_on_critical_path,240,ps
gp_routability_congestion,0.753,
drc,0,
cp-startpoint,bcd[1],
seq_power_share,0,%
final_util,14.9,%
synthesis.area_per_instance,6.37,sq um
via_count,282,
biggest_fanout_along_the_worst_timing_path,4,
synth-compound-area-share,26.2,%
worst_path_cell_trace,"buf_6, buf_6, or2b_1, buf_6, a21oi_4, a31oi_1, buf_2",
dpl.hpwl,572,um
drt_iter0_markers,12,
detail_route.wl_per_cell,7.89,um
finalSetupViolCount,7,
drive_above_1_share,66.7,%
grt_pass1_vias,299,
mux_area_share,0,%
netlist.area_leader.share,29.8,%
maxSlewViolCount,0,
grt_start_max_net_pins,11,
coreArea,0.00342,sq mm
post_synthesis_cell_count_from_yosys,33,
cp.depth,7,
crit_path_frequent_cell,buf_6,
grt_setup_unrepaired,yes,
top_cells_by_area,"ha_1 (30%), o21ai_0 (14%), nand2b_1 (12%)",
internal_power_summed_over_all_cells,0.105,mW
met2_usage_grt,4.41,%
max-vdd-ir-drop,52.9,uV
initial_utilization,6.15,%
switching_share,41.9,%
wirelength,789,um
sequential_cell_total,0,
power_density,355,mW/mm^2
tightest_slew,275,ps
post_synth_num_cell_types,13,
vias_per_cell,2.82,
p_leak,0.221,nW
die_height,80,um
met3_usage,0.227,%
crit_path_start_kind,input pin,
detail_route.antenna_diodes,0,
num_io_pins,11,
simple_gate_area_share,31.0,%
hold_violations,0,
netSwitchingPower,0.0757,mW
achievable-frequency,758,MHz
criticalPathCategory,input pin to output port,
part_of_the_power_in_combinational_logic,100.0,%
post_cts_hold_buffer_count,0,
rows,21,
hp-class,input pin to output port,
io_buffer_count,11,
arrival_time_of_the_worst_setup_path,1120,ps
busiest_layer,met2,
worst_hold_slack,833,ps
yosys.stat.seqShare,0,%
cpLargestDelayFamily,buffers and inverters,
grt_first_pass_wirelength,1390,um
crit_buf_inv,4,
final_layout_top_logic_cells,"buf_2 (8), buf_4 (7), buf_6 (6)",
fp.dieArea,0.00640,sq mm
xor_share,0,%
n_clock_buffer,0,
worst_setup_endpoint,seg[3],
required,800,ps
groute.usage.overall,2.63,%
grt_overflow_total,0,
worstHoldPathCells,4,
setup_ws,-319,ps
areaGrowthSynthToFinish,142,%
synth.yosys.chip_area,210,sq um
drv_cap,0,
lay_top_count,buf_2,
adder_cell_share_of_the_synthesized_area,29.8,%
min_period_over_period,132,%
slew_headroom,81.7,%
synthesis.instances,33,
[metal layers]
metal	up-vias	part of all wire [%]
met1	126	49
li1	150	-
met3	0	3.7
met2	6	47
met4	0	0
met5	-	0
[final cells by class]
type               count  area, sq um
fillers              392         2910
multi-input cells     28          256
repair buffers        23          184
inverters              3         11.3
well taps             46         57.6
[worst min path at each step]
stage                   from     end  slack [ps]
final                 bcd[2]  seg[4]         830
after global routing  bcd[2]  seg[4]         880
after CTS             bcd[3]  seg[6]         860
[through the flow]
| stage | area (sq um) | worst slack, ps | setup TNS (ps) | instances | power [mW] |
|---|---|---|---|---|---|
| 6_report | 509 | -319 | -1530 | 100 | 0.181 |
| 5_1_grt | 509 | -367 | -1910 | 100 | 0.205 |
| 4_1_cts | 499 | -335 | -1650 | 100 | 0.173 |
| 3_5_place_dp | 414 | -1040 | -6800 | 95 | 0.148 |
| 3_3_place_gp | 414 | -1050 | -6880 | 95 | 0.149 |
| 2_1_floorplan | 210 | 15.5 | 0 | 33 | 0.0518 |
[synthesized netlist by cell type (all sizes together)]
master  number
a21oi        3
a31oi        1
buf          2
ha           5
inv          3
nand2        2
nand2b       4
nor2         5
o21ai        6
or2          1
or2b         1
[power groups by stage]
| stage | registers, mW | clock network (mW) | logic [mW] |
|---|---|---|---|
| 4_1_cts | 0 | 0 | 0.173 |
| 5_1_grt | 0 | 0 | 0.205 |
| 6_report | 0 | 0 | 0.181 |
[kinds of logic (layout without fill, tap and decap cells)]
logic type	Yosys count	count (layout)
AND/OR/NAND/NOR	13	13
adder cells (fa/ha/maj)	5	5
AND-OR/OR-AND	10	10
buffers and inverters	5	26
[repair_timing]
| action | 4_1_cts | 5_1_grt |
|---|---|---|
| endpoints found under the setup margin | 7 | 7 |
| setup buffers | 5 | 0 |
| hold endpoints to repair | 0 | 0 |
| pin swaps | 10 | 5 |
| gates cloned | 0 | 0 |
| resized | 58 | 8 |
Power figures rest on the tool's default switching activity, not on a simulated workload.
