### design/flow/run.sh
#!/bin/bash
# OpenROAD 26Q1-2900-gdf79404cd8, Yosys 0.63+post, stock flow scripts
make -C /OpenROAD-flow-scripts/flow DESIGN_CONFIG=/design/flow/config.mk WORK_HOME=/design/flow/orfs finish
### design/flow/constraint.sdc
current_design FrequencyCounter

set clk_period 8.1
set clk_io_pct 0.2

create_clock -name clk0 -period $clk_period [get_ports {Clk}]
create_clock -name clk1 -period $clk_period [get_ports {Sig}]

set non_clock_inputs [all_inputs -no_clocks]
set_input_delay [expr $clk_period * $clk_io_pct] -clock clk0 $non_clock_inputs
set_output_delay [expr $clk_period * $clk_io_pct] -clock clk0 [all_outputs]
### design/flow/config.mk
export PLATFORM = sky130hd
export DESIGN_NAME = FrequencyCounter
export DESIGN_NICKNAME = FrequencyCounter
export VERILOG_FILES = /design/flow/design.v
export SDC_FILE = /design/flow/constraint.sdc
export NUM_CORES = 4
export LEC_CHECK = 1
export CORE_UTILIZATION = 50
### design/flow/design.v
module FrequencyCounter(
    input Sig, Clk,
    output reg [31:0] Freq
);
reg [31:0] Counter = 0;
reg [31:0] Cycles = 0;
reg [31:0] StartCount = 0;
reg [31:0] EndCount = 0;
always@(posedge Clk)
begin
    Counter = Counter + 1;
end
always@(posedge Sig)
begin
    StartCount = EndCount;
    EndCount = Counter;
    Cycles = EndCount - StartCount;
    Freq = 100000000 / Cycles;
end
endmodule
==> out/results.txt <==
Error = [ERROR GRT-0116] Global routing finished with congestion. Check the congestion regions in the DRC Viewer.
Initial Util = 50.8%
Sink Count = 96
CTS Hold Bufs = 0
Synth async-reset ratio = 0%
Yosys stat cell total = 5082
Yosys cell types = 107
Top-count cell post-synth = nor2_1
Top_reg_cell synth = dfxtp_1
I/O Pins = 34
First-pass GRT wire length = 313000 um
EDFF count, synth = 0
Top cells by count, synth = 552 x nor2_1, 528 x ha_1, 481 x nand2_1
Area of the mapped netlist = 0.0350 mm2
Synth flops = 96
Pre-CTS setup slack = -58.83 ns
Number of global-route vias before repair = 51.8k
Status = did not finish
Number of buffers added on ports = 32
Gr usage total = 59.0%
Synth area leaders = ha_1 19%, xnor2_1 6.8%, a21oi_1 6.4%
Sequential area share after synthesis = 5.48%
Largest net degree at the start of global routing = 32
Gpl congestion = 1.13
Fail Step = global routing
Post-Syn Instances = 5082
Total global routing overflow = 332
Post-DP HPWL = 135000 um
Avg Cell Area, Syn = 6.89 um2
Synth warn = 1
Die width = 267 um
Cell taking the most area after synthesis = ha_1
Num rows = 96
Die H = 267 um
YS chip area = 0.0350 mm2
Dominant cell area share = 18.9%
through the flow:
step                      setup TNS [ns]  area [um2]  hold WS, ns  cells  power (uW)
after global placement           -708.76       54200        0.454   8146         484
after CTS                        -677.03       58400        0.345   8422        1140
after floorplan                  -735.31       36900        0.352   5082         483
after detailed placement         -727.68       54200        0.464   8146         484
cells by family after synthesis:
family | share of synthesized area [%]
compound gates | 31.8
xor+xnor | 10.4
fa+ha+maj | 18.9
buf+inv | 4.27
simple gates | 25.4
other cells | 0.0107
flops | 5.48
mux | 3.68
metal layers:
metal  GRT usage [%]  GRT overflow
met5            11.9            11
met2            77.3           131
met1            74.3            72
met3            31.3            70
met4            35.8            48
what timing repair did:
item	4_1_cts
hold endpoints to repair	0
endpoints found under the setup margin	26
pin swaps	237
setup buffers	249
cloned	5
resized	383
No activity file was given, so power comes from the tool's default toggle rates.
